**flow/config.mk**
```make
export PLATFORM = sky130hd
export DESIGN_NAME = fdiv
export DESIGN_NICKNAME = fdiv
export VERILOG_FILES = /design/flow/design.v
export SDC_FILE = /design/flow/constraint.sdc
export NUM_CORES = 4
export LEC_CHECK = 1
export CORE_UTILIZATION = 50
```
**flow/constraint.sdc**
```tcl
current_design fdiv

set clk_period 22.7
set clk_io_pct 0.2

create_clock -name clk0 -period $clk_period [get_ports {clk}]

set non_clock_inputs [all_inputs -no_clocks]
set_input_delay [expr $clk_period * $clk_io_pct] -clock clk0 $non_clock_inputs
set_output_delay [expr $clk_period * $clk_io_pct] -clock clk0 [all_outputs]
```
**flow/run.sh**
```bash
#!/bin/bash
# OpenROAD 26Q1-2900-gdf79404cd8, Yosys 0.63+post, stock flow scripts
make -C /OpenROAD-flow-scripts/flow DESIGN_CONFIG=/design/flow/config.mk WORK_HOME=/design/flow/orfs finish
```
**flow/design.v**
```verilog
module fdiv
  (
   input             clk,
   input             reset,
   input             req,
   input [31:0]      x,
   input [31:0]      y,
   output reg [31:0] rslt,
   output reg [4:0]  flag
   );
   reg [33:0]        ql;
   reg [31:0]        xl;
   reg [32:0]        tmp1, tmp2, tmp3;
   reg [9:0]         expr;
   integer           i;
   wire [31:0]       sx;
   assign sx = (tmp1[32]) ? xl :
               (tmp2[32]) ? {tmp1[29:0],2'b00} :
               (tmp3[32]) ? {tmp2[29:0],2'b00} :
               {tmp3[29:0],2'b00};
   wire [1:0]        dq;
   assign dq = (tmp1[32]) ? 0 :
               (tmp2[32]) ? 1 :
               (tmp3[32]) ? 2 :
               3;
   wire [56:0]       nrmi,nrm0,nrm1,nrm2,nrm3,nrm4,nrm5;
   wire [1:0]        ssn;
   wire              rnd;
   wire [9:0]        expn;
   wire [30:0]       rslt_r;
   reg [31:0]        fx, fy;
   reg [7:0]         ex, ey;
   reg               ix, iy;
   always @(*)begin
      if(x[30:23]==0)begin
         if(|x[22:15])begin
            ex = 7;
            fx = {2'b00,x[22:0]};
         end else if(|x[14:7])begin
            ex = 15;
            fx = {2'b00,x[14:0],8'h00};
         end else begin
            ex = 23;
            fx = {2'b00,x[6:0],16'h0000};
         end
         ix = 1'b1;
      end else begin
         ex = 0;
         fx = {2'b01,x[22:0]};
         ix = 1'b0;
      end
      if(y[30:23]==0)begin
         if(|y[22:15])begin
            ey = 0;
            fy = {2'b00,y[22:0],7'h00};
         end else if(|y[14:7])begin
            ey = 8;
            fy = {2'b00,y[14:0],15'h0000};
         end else begin
            ey = 16;
            fy = {2'b00,y[6:0],23'h000000};
         end
         iy = 1'b1;
      end else begin
         ey = 2;
         fy = {2'b01,y[22:0]};
         iy = 1'b0;
      end
   end
   always @(posedge clk)begin   
      if(reset)begin
         ql <= ({34{1'b0}});
         expr <= x[30:23]-y[30:23]+127+27-ex+(ey-2);
         xl <= fx;
         i  <= 14 + ix*4 + iy*4;
         tmp1[32] <= 1'b1;
      end else if(i>0)begin
         ql[33:2] <= ql[31:0]|dq;
         xl <= {sx[29:0],2'b00};
         if(|ql[24:23])begin
            i <= 0;
            expr <= expr + (i-1)*2;
         end else begin
            i <= i-1;
         end
         tmp1 <= {sx[31:0]}-{fy};
         tmp2 <= {sx[31:0]}     -{fy,1'b0};
         tmp3 <= {sx[31:0]}-{fy}-{fy,1'b0};
      end else if(i==0)begin
         flag <= 0;
         if((x[30:23]==8'hff)&(x[22:0]!=0))begin
            rslt <= x|32'h00400000;
            flag[4] <= ~x[22]|((y[30:23]==8'hff)&~y[22]&(y[21:0]!=0));
         end else if((y[30:23]==8'hff)&(y[22:0]!=0))begin
            rslt <= y|32'h00400000;
            flag[4] <= ~y[22]|((x[30:23]==8'hff)&~x[22]&(x[21:0]!=0));
         end else if((x[30:23]==8'hff)&(y[30:23]==8'hff))begin
            rslt <= 32'hffc00000;
            flag[4] <= 1'b1;
         end else if(x[30:23]==8'hff)begin
            rslt[31:0] <= {x[31]^y[31],x[30:0]};
         end else if(y[30:23]==8'hff)begin
            rslt[31:0] <= {x[31]^y[31],31'h00000000};
         end else if((x[30:0]==0) && (y[30:0]==0))begin
            rslt <= 32'hffc00000;
            flag[4] <= 1'b1;
         end else if(x[30:0]==0)begin
            rslt[31] <= x[31]^y[31];
            rslt[30:0] <= 31'h00000000;
         end else if(y[30:0]==0)begin
            rslt[31] <= x[31]^y[31];
            rslt[30:0] <= 31'h7f800000;
            flag[3] <= 1'b1;
         end else if(expn[9])begin
            rslt[31] <= x[31]^y[31];
            rslt[30:0] <= 31'h00000000;
            flag[0] <= 1'b1;
            flag[1] <= 1'b1;
         end else if((expn[8:0]>=9'h0ff)&(~expn[9]))begin
            rslt[31] <= x[31]^y[31];
            rslt[30:0] <= 31'h7f800000;
            flag[0] <= 1'b1;
            flag[2] <= 1'b1;
         end else begin
            rslt[31] <= x[31]^y[31];
            rslt[30:0] <= rslt_r;
            flag[0] <= |grsn[1:0];
            flag[1] <= ((rslt_r[30:23]==8'h00)|((expn[7:0]==8'h00)&~ssn[1]))&(|grsn[1:0]); 
            flag[2] <= (rslt_r[30:23]==8'hff);
         end
         i <= i-1;
      end
   end
   assign rslt_r = {expn[7:0],nrm0[54:32]} + rnd;
   wire [5:0]  nrmsft;                                 
   assign nrmsft[5] = 1'b0;
   assign nrmsft[4] = (~(|nrm5[56:40])|(&nrm5[56:40]))&((expr[8:4]&{3'h7,~nrmsft[5],  1'b1})!=5'h00);
   assign nrmsft[3] = (~(|nrm4[56:48])|(&nrm4[56:48]))&((expr[8:3]&{3'h7,~nrmsft[5:4],1'b1})!=6'h00);
   assign nrmsft[2] = (~(|nrm3[56:52])|(&nrm3[56:52]))&((expr[8:2]&{3'h7,~nrmsft[5:3],1'b1})!=7'h00);
   assign nrmsft[1] = (~(|nrm2[56:54])|(&nrm2[56:54]))&((expr[8:1]&{3'h7,~nrmsft[5:2],1'b1})!=8'h00);
   assign nrmsft[0] = (~(|nrm1[56:55])|(&nrm1[56:55]))&((expr[8:0]&{3'h7,~nrmsft[5:1],1'b1})!=9'h000);
   assign nrmi = {1'b0,{26{1'b0}},ql[33:2],dq[1:0],(|sx)};
   assign nrm5 = (~nrmsft[5]) ? nrmi : {nrmi[24:0], 32'h0000};
   assign nrm4 = (~nrmsft[4]) ? nrm5 : {nrm5[40:0], 16'h0000};
   assign nrm3 = (~nrmsft[3]) ? nrm4 : {nrm4[48:0], 8'h00};
   assign nrm2 = (~nrmsft[2]) ? nrm3 : {nrm3[52:0], 4'h0};
   assign nrm1 = (~nrmsft[1]) ? nrm2 : {nrm2[54:0], 2'b00};
   assign nrm0 = (~nrmsft[0]) ? nrm1 : {nrm1[55:0], 1'b0};
   assign ssn = {nrm0[30],(|nrm0[29:0])};
   wire [2:0]  grsn = {nrm0[32:31],|ssn};
   assign rnd = (~nrmi[56]) ? (grsn[1:0]==2'b11)|(grsn[2:1]==2'b11)
                            : ((grsn[1:0]==2'b00)|                           
                               ((grsn[1]^grsn[0])     &(grsn[0]))|           
                               ((grsn[2]^(|grsn[1:0]))&(grsn[1]^grsn[0])));  
   assign expn = expr -{1'b0,nrmsft}+nrm0[55];  
endmodule
```
==> run summary <==
Flow results are below.

- The run finished with clean final reports.
- Per the OpenROAD floorplan log, the width of the die is 201 um.
- The standby leakage power is 8.68 nW, for reference.
- Counting flops with a built-in enable in the synthesized netlist gives 202.
- The post-layout utilization of the core is 57.4%, for reference.
- The die is 201 um tall.
- At the pin with the least slew margin, the transition time is 0.862 ns.
- The initial antenna violation count is 0, for reference.
- The count of buffers inserted at the top-level ports is 102, for reference.
- Entering global routing, the biggest net connects 74 pins.
- The cell-internal power is 2.02 mW, for reference.
- Global routing finished with a remaining overflow of 0.
- The script logs the mean routed wire length per placed instance as 21.3 um.
- According to the Yosys statistics, the synthesized design has a chip area of 0.0199 mm^2.
- The dominant synthesized flop cell is sky130_fd_sc_hd__edfxtp_1, for reference.
- The slowest stage cell on the critical path is sky130_fd_sc_hd__o31ai_1, for reference.
- The layout has 3422 filler cells.
- The worst register-to-register path begins at expr[6]$_DFFE_PP_.
- Summing the areas of all compound-gate instances in the mapped netlist gives 20.2% of the synthesized area.
- The final instance area is 0.0223 mm^2, for reference.
- Looking at the clock tree report, the root buffer type is sky130_fd_sc_hd__clkbuf_16.
- TritonCTS reports the number of clock sinks as 235.
- TritonCTS built the clock tree.
- The chip footprint is 0.0406 mm^2, for reference.
- The global router's overall resource usage is 32.2%, for reference.
- The most repeated library cell on the critical path is sky130_fd_sc_hd__ha_1, for reference.
- The final-report max-slew violation count is 0, for reference.
- Per STA, the worst path accumulates the most delay in the family simple AND/OR/NAND/NOR gates.
- The time the worst path needs with I/O delays and setup is 12.59 ns, for reference.
- Between the synthesized netlist and the finished layout, the area growth was recorded as 12.3%.
- Across the whole layout, storage elements account for 0.00673 mm^2.
- The delay contributed by the slowest stage of the critical path is 0.66 ns, for reference.
- The buffer depth of the longest clock path is 3, for reference.
- The count of H-tree levels built during CTS is 1, for reference.
- The clock transition time at the flip-flop clock pins of the worst setup and hold paths is 0.06 ns, for reference.
- Hold repair after CTS inserted 0 buffers.
- Total power normalized to cell area comes to 168 mW/mm^2.
- The synthesis report lists the Yosys warning total as 1.
- Per the OpenROAD floorplan log, the area of the core is 0.0389 mm^2.
- Endpoints with negative setup slack in the final report add up to 0.
- The cell count after synthesis came out at 2330.
- The count of warning messages emitted by the tools is 31, for reference.
- Per the cell usage report, the commonest logic cells after layout are 245 x sky130_fd_sc_hd__a21oi_1, 243 x sky130_fd_sc_hd__nand2_1, 228 x sky130_fd_sc_hd__nor2_1.
- In this run switching power makes up 46.1% of total power.
- Registers are responsible for 23.6% of the overall power.
- The buffer and inverter count on the worst path is 11, for reference.
- The async set-or-reset flop fraction in the synthesized netlist is 0%, for reference.
- The cell-mix breakdown from Yosys lists the adder-cell area share as 10.4%.
- The fmax is 0.0794 GHz, for reference.
- Per the synthesis report, the simple-gate share of the synthesized area is 20.8%.
- The number of standard-cell rows in the floorplan is 72, for reference.
- Counting only logic cells after layout, the most numerous master is sky130_fd_sc_hd__a21oi_1.
- The area taken by multi-input combinational cells is reported as 0.0124 mm^2.
- Yosys shows that the main logic family after synthesis is simple AND/OR/NAND/NOR gates.
- Before any placement, the netlist area is recorded as 0.0199 mm^2.
- The source of the critical timing path is expr[6]$_DFFE_PP_, for reference.
- The routed layout has 17900 vias.
- The total CTS buffers is 29, for reference.
- The first global-routing pass estimated 96600 um of wire.
- The number of maximum-capacitance constraint violations is 0, for reference.
- Setup repair after global routing left no endpoint under its margin.
- Once synthesis finished, the tally of register bits stood at 235.
- The number of design-rule violations left by the first detailed-router iteration is 1731, for reference.
- The worst slew margin relative to its limit is 42.0%, for reference.
- Between clock sinks in the finished design, the worst skew comes to 0.0155 ns.
- Clock latency on the worst-skew pair, taken at its later pin, is 0.58 ns.
- Per the detailed-route log, wirelength across all metal layers totals 62300 um.
- For this run, the script counts the antenna cells in the layout as 0.
- After detailed placement, the total cell area comes to 0.0214 mm^2.
- The signal arrival time at the worst endpoint is 12.89 ns, for reference.
- The number of nets still failing antenna checks after routing is 0, for reference.
- The fraction of final layout cells sized beyond drive strength 1 is 5.84%, for reference.
- The clock share of power is 12.1%, for reference.
- The final number of hold-violating endpoints is 0, for reference.
- The via count of the first global-routing pass is 16600, for reference.
- The switching power is 1.73 mW, for reference.
- The worst-case vdd ir drop is 0.170 mV, for reference.
- STA classifies the critical path endpoint as a flip-flop.
- The post-route fraction of the period consumed by the critical path is 55.5%, for reference.
- The critical path is of the flip-flop to flip-flop type.
- The number of vias per cell is 6.11, for reference.
- Per the gpl log, the routability congestion estimate is 1.00.
- The sequential-to-total area share from yosys stat is 33.8%, for reference.
- Data on the critical path is required at its endpoint by 23.00 ns.
- The post-synthesis mux area share is 4.32%, for reference.
- The most critical hold endpoint after final layout shows a slack of 0.490 ns.
- The synthesized-area fraction occupied by xor and xnor cells is 6.52%, for reference.
- STA reports a reg2reg setup slack of 10.11 ns.
- The synthesized area per cell is 8.53 um^2, for reference.
- Per the hold report, the tightest min-delay path originates at ql[3]$_SDFFE_PP0P_.
- The post-detailed-placement half-perimeter wirelength is 47900 um, for reference.
- The I/O pin count is 104, for reference.
- The count of instantiated cells in the yosys netlist is 2330, for reference.
- The share of power burned in combinational logic is 64.3%, for reference.
- STA reports the tightest min-delay check as being of type flip-flop to flip-flop.
- The count of instances resized after the clock tree is built is 0, for reference.
- Before antenna repair, the detailed router went through 6 iterations.
- The number of design rule violations left after detail routing is 0, for reference.
- The number of setup buffers added after CTS is 0, for reference.
- The starting density of the core is 51.1%, for reference.
- The sort of element at the start of the critical path is a flip-flop, for reference.
- Along the worst path, the maximum fanout reaches 45.
- The number of distinct library cells after synthesis is 88, for reference.
- The final total negative setup slack is 0 ns, for reference.
==> path summary, 6_finish.rpt <==
path	end	cells past startpoint
setup / recovery	rslt[12]$_DFFE_PP_	42
hold / removal	ql[3]$_SDFFE_PP0P_	2
setup reg to reg	rslt[12]$_DFFE_PP_	42
hold reg to reg	ql[3]$_SDFFE_PP0P_	2
==> cells by family after synthesis <==
group,after synthesis
compound gates,654
xor+xnor,148
fa+ha+maj,158
buf+inv,202
flops,235
mux,82
simple gates,851
==> stage by stage <==
stage / std cells / total power [mW] / setup slack [ns]
after global placement: 2878 / 3.23 / 10.27
after floorplan: 2330 / 2.68 / 11.73
final: 2931 / 3.75 / 10.11
after detailed placement: 2878 / 3.26 / 10.27
after CTS: 2931 / 3.74 / 10.25
after global routing: 2931 / 4.07 / 9.13
==> flip-flops by register name, summed over array words and instances, names as in the netlist <==
name	count
rslt	32
tmp3	31
expr	10
i	32
flag	5
ql	32
xl	32
tmp2	31
tmp1	30
==> Yosys cell counts, drive strengths merged (6+ instances only) <==
| cell type | count | share of area [%] |
|---|---|---|
| a211oi | 20 | 0.76 |
| a21boi | 6 | 0.23 |
| a21o | 33 | 1.2 |
| a21oi | 246 | 6.2 |
| a221oi | 7 | 0.31 |
| a22oi | 20 | 0.76 |
| a31oi | 24 | 0.76 |
| and2 | 25 | 0.79 |
| and3 | 18 | 0.57 |
| buf | 25 | 0.65 |
| clkbuf | 81 | 1.5 |
| dfxtp | 33 | 3.3 |
| edfxtp | 202 | 31 |
| fa | 11 | 1.1 |
| ha | 147 | 9.2 |
| inv | 95 | 1.8 |
| mux2 | 17 | 0.96 |
| mux2i | 65 | 3.4 |
| nand2 | 243 | 4.6 |
| nand2b | 19 | 0.60 |
| nand3 | 64 | 1.6 |
| nand4 | 26 | 0.89 |
| nor2 | 232 | 4.4 |
| nor2b | 27 | 0.85 |
| nor3 | 78 | 2.1 |
| nor4 | 45 | 1.6 |
| o211ai | 22 | 0.83 |
| o21a | 19 | 0.72 |
| o21ai | 154 | 3.9 |
| o21bai | 29 | 1.1 |
| o31ai | 13 | 0.54 |
| or2 | 12 | 0.38 |
| or3 | 24 | 0.76 |
| or4 | 11 | 0.42 |
| xnor2 | 100 | 4.4 |
| xor2 | 48 | 2.1 |
==> layout make-up <==
type	count	share of cell area, %
clock buffer	42	3.76
clock inverter	11	0.381
inverter	96	1.64
multi-input combinational	1893	55.5
sequential	235	30.1
tap	518	2.90
timing repair buffer	136	5.70
==> worst min-delay path, delay by kind of cell, from the launching register on <==
family             cells  cell delay (ns)
AOI/OAI and AO/OA      1             0.05
DFF                    1             0.33
and+or+nand+nor        1             0.06
==> per-layer routing <==
metal / share of wire [%] / up-vias / global-route usage (%) / wire (um)
li1: - / 8713 / - / -
met1: 46 / 8384 / 52.7 / 28700
met2: 42 / 758 / 44.9 / 26200
met3: 11 / 56 / 10.5 / 6660
met4: 1.1 / 4 / 2.81 / 659
met5: 0.20 / - / 2.62 / 124
==> power groups by stage <==
stage	Clock (mW)	Sequential [mW]	Combinational, mW
after global routing	0.477	0.904	2.69
final	0.455	0.884	2.41
after CTS	0.463	0.883	2.39
Power is estimated from default activity; no workload was simulated.
