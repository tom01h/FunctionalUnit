==> flow/design.v <==
 module booth
  (
   input         i,
   input         x_signed,
   input [2:0]   br,
   input [31:0]  x,
   output [35:0] bx
   );
   assign S = ((br==3'b000)|(br==3'b111)) ? 1'b0 : (x[31]&x_signed)^br[2] ;
   always @(*) begin
      case(br)
        3'b000: bx[32:0] =  {33{1'b0}};
        3'b001: bx[32:0] =  {x[31]&x_signed,x[31:0]};
        3'b010: bx[32:0] =  {x[31]&x_signed,x[31:0]};
        3'b011: bx[32:0] =  {x[31:0],1'b0};
        3'b100: bx[32:0] = ~{x[31:0],1'b0};
        3'b101: bx[32:0] = ~{x[31]&x_signed,x[31:0]};
        3'b110: bx[32:0] = ~{x[31]&x_signed,x[31:0]};
        3'b111: bx[32:0] =  {33{1'b0}};
      endcase
      if(i) bx[35:33] = {2'b01,~S};
      else  bx[35:33] = {~S,S,S};
   end
endmodule
module mul5
  (
   input         clk,
   input         reset,
   input         req,
   input         x_signed,
   input         y_signed,
   input [31:0]  x,
   input [31:0]  y,
   output [31:0] mh,
   output [31:0] ml
   );
   reg [46:14]   ms;
   reg [64:0]    m;
   reg [31:0]    sy;
   integer       i;
   wire [2:0]    br0 = {sy[1:0],1'b0};
   wire [2:0]    br1 = sy[3:1];
   wire [2:0]    br2 = sy[5:3];
   wire [2:0]    br3 = sy[15:13];
   wire [2:0]    br4 = sy[17:15];
   wire [2:0]    br5 = sy[19:17];
   wire [35:0]   bx0, bx1, bx2;
   wire [35:0]   bx3, bx4, bx5;
   wire          ng0 = (br0[2:1]==2'b10)|(br0[2:0]==3'b110);
   wire          ng1 = (br1[2:1]==2'b10)|(br1[2:0]==3'b110);
   reg           ng2;
   wire          ng3 = (br3[2:1]==2'b10)|(br3[2:0]==3'b110);
   wire          ng4 = (br4[2:1]==2'b10)|(br4[2:0]==3'b110);
   reg           ng5;
   wire          ng16 = 1'b0;
   booth booth0(.i(0), .x_signed(x_signed), .br(br0), .x(x), .bx(bx0));
   booth booth1(.i(1), .x_signed(x_signed), .br(br1), .x(x), .bx(bx1));
   booth booth2(.i(1), .x_signed(x_signed), .br(br2), .x(x), .bx(bx2));
   booth booth3(.i(1), .x_signed(x_signed), .br(br3), .x(x), .bx(bx3));
   booth booth4(.i(1), .x_signed(x_signed), .br(br4), .x(x), .bx(bx4));
   booth booth5(.i(1), .x_signed(x_signed), .br(br5), .x(x), .bx(bx5));
   always @ (posedge clk) begin
      if(reset|req) begin
         i<=0;
         sy<=y;
      end else begin
         ng2 <= (br2[2:1]==2'b10)|(br2[2:0]==3'b110);
         if(i!=3)
           ng5 <= (br5[2:1]==2'b10)|(br5[2:0]==3'b110);
         else
           ng5 <= (br4[2:1]==2'b10)|(br4[2:0]==3'b110);
         case(i)
           0: begin
              ms[46:22] <= {3'b000,bx0[35:14]}+{1'b0,bx1[35:12]}+{1'b0,bx2[33:10]} + {ng16,{18{1'b0}}};
              ms[21:14] <= 8'h00;
              m[64:8] <= {7'h00,bx3[35:0],               bx0[13:0]}+
                         {5'h00,bx4[35:0],1'b0,ng3,      bx1[11:0],1'b0,ng0}+
                         {3'h0 ,bx5[35:0],1'b0,ng4,2'b00,bx2[ 9:0],1'b0,ng1,2'b00};
              m[7:0]  <= 8'h00;
           end
           1,2: begin
              ms[46:22] <= {3'b000,ms[46],~ms[46],ms[45:26]}+{1'b0,bx1[35:12]}+{1'b0,bx2[33:10]};
              ms[21:14] <= ms[25:18];
              m[64:8] <= {3'b000, m[64], ~m[64], m[63:12]}+
                         {5'h00,bx4[35:0],1'b0,ng5,      bx1[11:0],1'b0,ng2}+
                         {3'h0 ,bx5[33:0],1'b0,ng4,2'b00,bx2[ 9:0],1'b0,ng1,2'b00};
              m[7:0]  <= m[11:4];
           end
           3: begin
              m[64:0] <= m[64:0]+
                         {1'b0,bx4[35:0],1'b0,ng5,26'h0}+
                         {       ms[46], ~ms[46], ms[45:14],1'b0,ng2,12'h0000};
           end
           4: begin
              m[64:0] <= m[64:0]+
                         {1'b0,bx3[33:0],1'b0,ng5,28'h0}+
                         {1'b0,bx4[31:0],1'b0,ng3,30'h0};
           end
         endcase
         i<=i+1;
         if(y_signed)
           sy<={{4{sy[31]}},sy[31:4]};
         else
           sy<={4'h0       ,sy[31:4]};
      end
   end
   assign mh = m[63:32];
   assign ml = m[31:0];
endmodule
==> flow/run.sh <==
#!/bin/bash
# OpenROAD 26Q1-2900-gdf79404cd8, Yosys 0.63+post, stock flow scripts
make -C /OpenROAD-flow-scripts/flow DESIGN_CONFIG=/design/flow/config.mk WORK_HOME=/design/flow/orfs finish
==> flow/config.mk <==
export PLATFORM = sky130hd
export DESIGN_NAME = mul5
export DESIGN_NICKNAME = mul5
export VERILOG_FILES = /design/flow/design.v
export SDC_FILE = /design/flow/constraint.sdc
export NUM_CORES = 4
export LEC_CHECK = 1
export CORE_UTILIZATION = 50
==> flow/constraint.sdc <==
current_design mul5

set clk_period 15.6
set clk_io_pct 0.2

create_clock -name clk0 -period $clk_period [get_ports {clk}]

set non_clock_inputs [all_inputs -no_clocks]
set_input_delay [expr $clk_period * $clk_io_pct] -clock clk0 $non_clock_inputs
set_output_delay [expr $clk_period * $clk_io_pct] -clock clk0 [all_outputs]
==> results.py <==
# Auto-generated metrics
metrics = {
    "place": {
        "dpl.hpwl_um": 88270,
        "place_area_um2": 32210,
        "place.gp.congestion": 1.051,
        "place.port_buffers": 132,
        "pre_cts_ws_ps": 7032,
    },
    "sta": {
        "setup_violations": 0,
        "tightestPinTransition_ps": 1259,
        "maxSlewViolCount": 0,
        "rsz0062_at_grt": "no",
        "hold_viol_final": 0,
        "fin_crit_ps": 8159,
        "max_clock_freq_ghz": 0.1226,
        "fin_skew_ps": 25.43,
        "setup_tns_ps": 0,
        "relSlewSlack": 0.1534,
        "min_period_over_period": 0.5230,
        "fin_ws_ps": 7441,
    },
    "routing": {
        "postRouteWirelength_um": 110100,
        "dr.first_iter.drc_count": 2430,
        "ant_nets": 0,
        "vias_per_cell": 6.194,
        "route.detailed.drc": 0,
        "vias": 28630,
        "diodes": 0,
        "first_pass_iters": 6,
        "wire_per_inst_um": 23.82,
    },
    "synth": {
        "post_synth.cell_area_avg_um2": 7.834,
        "top_cell_area_share": 0.1208,
        "yosysMostFrequentCell": "inv_1",
        "synthArstFlopShare": 0,
        "common_cells": "399 x inv_1, 330 x nand2_1, 296 x ha_1",
        "syn_area_um2": 30670,
        "edf_count": 101,
        "ys_area_um2": 30670,
        "synth_flops": 164,
        "top_area_cell": "ha_1",
        "synthCells": 3915,
        "ys.flop_type": "edfxtp_1",
        "yosys_warnings": 19,
        "synth_cell_types": 90,
        "ys_cells": 3915,
        "synth_seq_share": 0.1400,
        "synthTopCellsByArea": "ha_1 12%, fa_1 11%, edfxtp_1 9.9%, xnor2_1 8.1%, inv_1 4.9%",
    },
    "finish": {
        "stdcell_area_um2": 32830,
        "area_growth_pct": 7.058,
        "logic_area_um2": 23490,
        "nFillCells": 5571,
        "register_area_um2": 4302,
        "drive_gt1_frac": 0.05598,
    },
    "clock_network": {
        "cts_tree": "done",
        "postCtsSetupRepairBufs": 0,
        "hold_buffers": 0,
        "cts_made_buffers": 17,
        "cts_resized": 0,
        "cts.sinks": 164,
        "cts_root_buffer": "clkbuf_16",
        "cts_buffer_depth": 2,
        "htree_levels": 4,
        "clk_latency_ps": 510,
        "path_clk_slew_ps": 90,
    },
    "die": {
        "die-area_um2": 62330,
        "fp-utilization": 0.5072,
        "die_w_um": 249.7,
        "die_y_um": 249.7,
        "rows": 90,
        "num_io_pins": 133,
        "coreArea_um2": 60470,
    },
    "worst_setup_path": {
        "start_kind": "primary input",
        "cp_slowest_cell": "o31ai_1",
        "rr_endpoint": "m[49]",
        "endpoint_kind": "register",
        "crit_fanout": 21,
        "critPathArrivalTime_ps": 8420,
        "worstPathCellList": "clkdlybuf4s50_1, buf_4, nor2b_1, o21ai_0, a21oi_1, fa_1, ha_1, o21ai_1, o21ai_0, a21oi_1, a211oi_1, o31ai_1, a21oi_1, a21oi_1, xnor2_1, a221oi_1, a21oi_1",
        "critPathMaxStageDelay_ps": 1060,
        "path_class": "primary input to register",
        "worstPathRequired_ps": 15860,
        "reg2reg_from": "sy[1]",
        "cpMostUsedCell": "a21oi_1",
        "reg2reg_slack_ps": 9350,
        "reg2regPathDepth": 19,
    },
    "flow_run": {
        "warnings": 29,
        "cap_violations": 0,
    },
    "min_path": {
        "holdPathStages": 2,
        "min_from": "sy[21]",
        "min_to": "sy[17]",
        "hp-class": "register to register",
    },
    "global_routing": {
        "track_usage": 0.3651,
        "grt_overflow_total": 0,
        "grt_max_degree": 68,
        "antenna_found_initial": 4,
        "grt_first_pass_wirelength_um": 165100,
        "grt_pass1_vias": 26670,
    },
    "pwr": {
        "powerDensity_nw_per_um2": 197.9,
        "peakVddDrop_v": 0.0001008,
        "leakage_nw": 14.99,
    },
    "status": {
        "status": "finished clean",
    },
}
registers in the layout, indices dropped and copies added, names as in the netlist:
| name | cells |
|---|---|
| i | 32 |
| m | 65 |
| sy | 32 |
| ng2 | 1 |
| ng5 | 1 |
| ms | 33 |
through the flow:
step	cells	util	total power [W]	hold slack, ps
4_1_cts	4623	0.5430	0.006428	417.2
2_1_floorplan	3915	-	0.004527	391.8
3_3_place_gp	4591	0.5326	0.005896	397.1
6_report	4623	0.5430	0.006499	416.6
5_1_grt	4623	0.5430	0.007056	436.3
3_5_place_dp	4591	0.5326	0.005891	402.7
layout by cell type, fill, tap and decap left out, types with 44 or more instances in the layout:
master and n:
inv_1 399, nand2_1 330, ha_1 296, nor2_1 279, xnor2_1 278, a21oi_1 255
o21ai_0 168, fa_1 167, a21o_1 156, clkdlybuf4s50_1 132, xor2_1 117, edfxtp_1 101
nand3_1 83, buf_4 82, a211oi_1 80, a22oi_1 80, dfxtp_1 57, o221ai_1 54
o221a_2 49, nand4_1 48, and3_1 44
routing by layer:
metal | vias to the layer above | share of wire | track usage
met2 | 1235 | 0.45 | 0.5526
li1 | 13600 | - | -
met1 | 13590 | 0.40 | 0.4952
met4 | 10 | 0.044 | 0.1286
met5 | - | 0.0012 | 0.009266
met3 | 196 | 0.10 | 0.1261
report_power, final:
part / total (W) / switching [W] / internal, W
Clock: 0.000491 / 0.000268 / 0.000223
Combinational: 0.00528 / 0.00317 / 0.00211
Sequential: 0.000725 / 0.000127 / 0.000598
logic make-up after synthesis:
kind of cell,count (synthesis),synth area share
flops,164,0.1400
buf+inv,719,0.09628
xor+xnor,399,0.1139
compound gates,1141,0.2579
fa+ha+maj,463,0.2298
mux,42,0.01375
simple gates,987,0.1483
final cells by class:
class	count	share of cell area
multi-input combinational	3032	0.7156
timing repair buffer	214	0.05899
clock buffer	17	0.01296
inverter	399	0.04562
sequential	164	0.1310
tap	782	0.02980
clock inverter	15	0.006059
worst max-delay path by stage:
stage     depth (start not counted)  endpoint  slack [ps]  from
6_report                         17     m[49]        7440  x[0]
5_1_grt                          18     m[48]        7040  x[1]
4_1_cts                          18     m[48]        7540  x[1]
critical path, delay by kind of cell:
kind / cells / cell delay, ps
fa+ha+maj: 2 / 830
simple gates: 1 / 200
buf+inv: 2 / 730
compound gates: 11 / 3430
xor+xnor: 1 / 80
Power figures rest on the tool's default switching activity, not on a simulated workload.
