==> design.v <==
module fsqrt
  (
   input             clk,
   input             reset,
   input             req,
   input [31:0]      x,
   output reg [31:0] rslt,
   output reg [4:0]  flag
   );
   reg [31:0]        a;
   reg [31:0]        xl;
   reg [31:0]        yl;
   reg [31:0]        zl;
   reg [32:0]        tmp1, tmp2, tmp3;
   reg [9:0]         expr;
   integer           i;
   wire [31:0]       sx;
   wire [31:0]       sz;
   wire [31:0]       sa;
   wire [32:0]       tmp1s = {sx[31:0]}-(zl[31:1]|yl[31:2]);
   wire [32:0]       tmp2s = {sx[31:0]}-(zl[31:0]|yl[31:0]);
   wire [32:0]       tmp3s = {sx[31:0]}-(zl[31:1]|yl[31:1]|yl[31:2])-(zl[31:0]|yl[31:0]|yl[31:1]);
   assign sx = (tmp1[32]) ? xl :
               (tmp2[32]) ? {tmp1[31:0],2'b00}:
               (tmp3[32]) ? {tmp2[31:0],2'b00}:
               {tmp3[31:0],2'b00};
   assign sz = (tmp1s[32]) ? zl :
               (tmp2s[32]) ? zl| yl :
               (tmp3s[32]) ? zl|{yl,1'b0} :
               zl|yl|{yl,1'b0};
   assign sa = (tmp1s[32]) ? a :
               (tmp2s[32]) ? a|yl[31:1] :
               (tmp3s[32]) ? a|yl :
               a|yl|yl[31:1];
   wire [56:0]       nrmi,nrm0,nrm1,nrm2,nrm3,nrm4,nrm5;
   wire              rnd;
   wire [9:0]        expn;
   wire [30:0]       rslt_r;
   always @(posedge clk)begin   
      if(reset)begin
         a <= 0;
         yl <= {2'b01,{28{1'b0}}};
         zl <= 0;
         flag <= 0;
         if(x[30:23]==8'h0)begin
            if(|x[22:15])begin
               expr <= 64+17;
               xl <= {1'b0,1'b0,x[22:0],5'h00};
            end else if(|x[14:7])begin
               expr <= 64+17-4;
               xl <= {1'b0,1'b0,x[14:0],13'h0000};
            end else begin
               expr <= 64+17-8;
               xl <= {1'b0,1'b0,x[6:0],21'h0000};
            end
            i  <= 16;
         end else begin
            expr <= (x[30:23]-1)/2+64+17;
            i  <= 12;
            if(x[23])begin
               xl <= {1'b0,1'b1,x[22:0],5'h00};
            end else begin
               xl <= {1'b0,1'b1,x[22:0],6'h00};
            end
         end
         tmp1[32] <= 1'b1;
      end else if(i>0)begin
         tmp1 <= {sx[31:0]}-(zl[31:1]|yl[31:2]);
         tmp2 <= {sx[31:0]}-(zl[31:0]|yl[31:0]);
         tmp3 <= {sx[31:0]}-(zl[31:1]|yl[31:1]|yl[31:2])-(zl[31:0]|yl[31:0]|yl[31:1]);
         yl <= yl[31:2];
         xl <= {sx[29:0],2'b00};
         zl <= sz;
         a <= sa;
         i <= i-1;
      end else if(i==0)begin
         if((x[30:23]==8'hff)&(x[22:0]!=0))begin
            rslt <= x|32'h00400000;
            flag[4] <= ~x[22];
         end else if(x[30:0]==0)begin
            rslt[31:0] <= x[31:0];
         end else if(x[31])begin
            rslt[31:0] <= 32'hffc00000;
            flag[4] <= 1'b1;
         end else if(x[30:23]==8'hff)begin
            rslt[31:0] <= x[31:0];
         end else begin
            rslt[31] <= 1'b0;
            rslt[30:0] <= rslt_r;
            i <= i-1;
            if((|sa[4:0])|(sx))begin
               flag[0] <= 1'b1;
            end
         end
      end
   end
   assign rslt_r = {expn[7:0],nrm0[54:32]} + rnd;
   wire [5:0]  nrmsft;                                 
   assign nrmsft[5] = 1'b0;
   assign nrmsft[4] = (~(|nrm5[56:40])|(&nrm5[56:40]))&((expr[8:4]&{3'h7,~nrmsft[5],  1'b1})!=5'h00);
   assign nrmsft[3] = (~(|nrm4[56:48])|(&nrm4[56:48]))&((expr[8:3]&{3'h7,~nrmsft[5:4],1'b1})!=6'h00);
   assign nrmsft[2] = (~(|nrm3[56:52])|(&nrm3[56:52]))&((expr[8:2]&{3'h7,~nrmsft[5:3],1'b1})!=7'h00);
   assign nrmsft[1] = (~(|nrm2[56:54])|(&nrm2[56:54]))&((expr[8:1]&{3'h7,~nrmsft[5:2],1'b1})!=8'h00);
   assign nrmsft[0] = (~(|nrm1[56:55])|(&nrm1[56:55]))&((expr[8:0]&{3'h7,~nrmsft[5:1],1'b1})!=9'h000);
   assign nrmi = {1'b0,{26{1'b0}},sa[28:0],(|sx),8'h00};
   assign nrm5 = (~nrmsft[5]) ? nrmi : {nrmi[24:0], 32'h0000};
   assign nrm4 = (~nrmsft[4]) ? nrm5 : {nrm5[40:0], 16'h0000};
   assign nrm3 = (~nrmsft[3]) ? nrm4 : {nrm4[48:0], 8'h00};
   assign nrm2 = (~nrmsft[2]) ? nrm3 : {nrm3[52:0], 4'h0};
   assign nrm1 = (~nrmsft[1]) ? nrm2 : {nrm2[54:0], 2'b00};
   assign nrm0 = (~nrmsft[0]) ? nrm1 : {nrm1[55:0], 1'b0};
   wire [1:0]  ssn = {nrm0[30],(|nrm0[29:0])};
   wire [2:0]  grsn = {nrm0[32:31],|ssn};
   assign rnd = (~nrmi[56]) ? (grsn[1:0]==2'b11)|(grsn[2:1]==2'b11)
                            : ((grsn[1:0]==2'b00)|                           
                               ((grsn[1]^grsn[0])     &(grsn[0]))|           
                               ((grsn[2]^(|grsn[1:0]))&(grsn[1]^grsn[0])));  
   assign expn = expr-{1'b0,nrmsft}+nrm0[55];  
endmodule
==> run.sh <==
#!/bin/bash
# OpenROAD 26Q1-2900-gdf79404cd8, Yosys 0.63+post, stock flow scripts
make -C /OpenROAD-flow-scripts/flow DESIGN_CONFIG=/design/flow/config.mk WORK_HOME=/design/flow/orfs finish
==> config.mk <==
export PLATFORM = sky130hd
export DESIGN_NAME = fsqrt
export DESIGN_NICKNAME = fsqrt
export VERILOG_FILES = /design/flow/design.v
export SDC_FILE = /design/flow/constraint.sdc
export NUM_CORES = 4
export LEC_CHECK = 1
export CORE_UTILIZATION = 50
==> constraint.sdc <==
current_design fsqrt

set clk_period 26.2
set clk_io_pct 0.2

create_clock -name clk0 -period $clk_period [get_ports {clk}]

set non_clock_inputs [all_inputs -no_clocks]
set_input_delay [expr $clk_period * $clk_io_pct] -clock clk0 $non_clock_inputs
set_output_delay [expr $clk_period * $clk_io_pct] -clock clk0 [all_outputs]
==> CHANGELOG.md <==
### Metrics

* Worst slew margin at between 30% and 40%
* Synth top area share at just under 30%
* Largest net degree at the start of global routing at between 60 and 70
* Yosys stat area at ~0.020 sq mm
* Vias in the first global route at between 15000 and 20000
* Fin crit share at between 40% and 50%
* Routed vias/inst at slightly below 6
* Ys cells at 2273
* Tool warning count at 33
* Ports at slightly above 70
* Synthesized registers at between 200 and 300
* Core Region at 0.0391 sq mm
* Crit start category: register
* Bufs on Longest Clock Path at 3
* DP Cell Count at ~2800
* Top post-synthesis cells by count: 295 x nor2_1, 267 x a21oi_1, 193 x edfxtp_1, 182 x nand2_1, 132 x inv_1
* Root buf cell: clkbuf_16
* Ys flop type: edfxtp_1
* Area leader, netlist: edfxtp_1
* Die Span Y at about 200 um
* Max Freq at slightly below 80 MHz
* Sequential cell area fraction in the yosys report at 36.7%
* CP arrival at ~13000 ps
* Worst reg2reg endpoint: rslt[24]
* GRT Residual Overflow at 0
* Mapped Area at between 0.02 and 0.025 sq mm
* CP max stage delay at about 740 ps
* Initial drt markers at approximately 1100
* Port Buffers at about 67
* Post-CTS Resized at 0
* Synth unique cells at 101
* Met1 usage at between 40% and 50%
* Yosys Warn Count at 1
* Vias at between 15000 and 20000
* Drt wl/cell at 20.6 um
* CTS Buf Count at 34
* Final hold viol count at 0
* RSZ-0062 raised after global routing: false
* Initial antenna violation count at 0
* Met3 GRT Util at under 10%
* Setup TNS Final at 0 ps
* Tot GR Track Use at 30.9%
* Crit Path Category: register to register
* First-pass GRT wire length at around 93000 um
* Worst min path class: register to register
* DP HPWL at 44200 um
* ANT cells at 0
* Data required, critical path at approximately 26000 ps
* Pre-Repair DR Iteration Count at 5
* Tmin final at approximately 13000 ps
* Reg-to-reg critical path startpoint: tmp2[32]
* Worst setup path end: rslt[24]
* Post-Layout Cell Count at roughly 2900
* Die area at slightly above 0.04 sq mm
* Post-CTS setup buffers at 0
* # setup viols final at 0
* Status: finished clean
* Clk slew on worst S/H paths at approximately 60 ps
* Number of enable flip-flop cells at 193
* Die width at around 200 um
* Clock sinks at roughly 270
* Top cells by area: edfxtp_1 29%, dfxtp_1 7.7%, ha_1 7.2%
* Mean cell area of the mapped netlist at roughly 8.8 sq um
* Crit path max fanout at around 54
* Top-count cell post-synth: nor2_1
* Final ANT Viol Nets at 0
* GP Congestion at between 0.9 and 1
* H-tree depth at 2
* Max-slew violation count at 0
* R2r worst-path depth at ~46
* Clk ins delay skew pair at around 550 ps
* CP most frequent cell: ha_1
* Layout cell share with drive strength beyond 1 at between 7 and 8%
* Async set-or-reset flop fraction in the synthesized netlist at 0%
* CTS tree: yes
* Cts hold-fix bufs at 0
* Final WL at ~59000 um
* Setup Skew at between 20 and 25 ps
* # rows at between 70 and 80
* Actual slew at the worst max-slew pin at 971 ps
* Synth Instances at 2273
* Finished Cell Area at approximately 0.022 sq mm
* Area grow syn2layout at 11.8%
* DP Area at about 0.021 sq mm
* Slowest cell on crit path: o31ai_4
* Reg2reg setup slack at between 10000 and 15000 ps
* Worst Setup SP: tmp2[32]
* Max_cap viols at 0
* CP Capture Type: register
* Met2 Track Usage GR at slightly below 50%
* DRC Markers at 0
* Initial Utilization at between 50% and 60%
* WHS at 477 ps
* GRT Max-Usage Layer: met2
[flip-flops by register name, indices dropped and copies added (netlist names)]
register,cells
a,29
expr,9
flag,2
i,32
rslt,32
tmp1,31
tmp2,31
tmp3,31
xl,28
yl,15
zl,30
[worst max-delay path, delay by kind of cell (launching register included)]
| family | cells | cell delay (ps) |
|---|---|---|
| AND/OR/NAND/NOR | 8 | 1890 |
| buffers and inverters | 10 | 2390 |
| flip-flops | 1 | 310 |
| AND-OR/OR-AND | 21 | 5670 |
| adder cells (fa/ha/maj) | 7 | 2200 |
[metrics by stage]
step / utilization [%] / setup WS [ps]
global placement: 54.4 / 13620
CTS: 57.2 / 13460
floorplan: - / 15150
detailed placement: 54.4 / 13540
finish: 57.2 / 13380
global route: 57.2 / 12550
[logic make-up after synthesis]
group,share of synthesized area (%)
compound gates,21.8
xor+xnor,5.56
fa+ha+maj,9.79
buf+inv,4.78
flops,36.7
mux,4.26
other cells,0.0187
simple gates,17.1
[metal layers]
metal | routed length [um] | up-vias
li1 | - | 8428
met3 | 3810 | 104
met1 | 25300 | 8093
met2 | 28100 | 463
met4 | 1820 | 0
met5 | 0 | -
[final cells by class]
type / count / area [sq um]
Timing Repair Buffer: 118 / 1050
Clock inverter: 18 / 166
Tap cell: 518 / 648
Inverter: 134 / 503
Sequential cell: 270 / 7340
Clock buffer: 43 / 926
Fill cell: 3394 / 16700
Multi-Input combinational cell: 1764 / 11700
[layout by cell type (no fill, tap or decap), drive strengths merged, types with 32 or more instances in the layout]
cell type	Yosys	layout
a211oi	36	36
a21o	38	38
a21oi	270	270
a31oi	32	32
buf	28	52
clkbuf	79	43
clkdlybuf4s50	0	66
dfxtp	77	77
edfxtp	193	193
ha	115	115
inv	134	137
mux2i	66	66
nand2	182	182
nand3	39	39
nor2	296	296
nor3	56	56
o21ai	97	97
xnor2	83	83
xor2	44	44
[worst min path at each step]
| stage | from | end | slack, ps | depth (start not counted) |
|---|---|---|---|---|
| after CTS | zl[24] | zl[24] | 480 | 2 |
| after global routing | zl[24] | zl[24] | 500 | 2 |
| final | a[13] | a[13] | 480 | 2 |
